## config.mk

```make
export PLATFORM = sky130hd
export DESIGN_NAME = cla_adder
export DESIGN_NICKNAME = cla_adder
export VERILOG_FILES = /design/flow/design.v
export SDC_FILE = /design/flow/constraint.sdc
export NUM_CORES = 4
export LEC_CHECK = 1
export CORE_AREA = 10 10 70 70
export DIE_AREA = 0 0 80 80
```

## constraint.sdc

```tcl
current_design cla_adder

set clk_period 18.1
set clk_io_pct 0.2

create_clock -name clk0 -period $clk_period

set non_clock_inputs [all_inputs -no_clocks]
set_input_delay [expr $clk_period * $clk_io_pct] -clock clk0 $non_clock_inputs
set_output_delay [expr $clk_period * $clk_io_pct] -clock clk0 [all_outputs]
```

## design.v

```verilog
parameter NBIT=14;
module cla_adder(
	a,b,cin,s,cout
);
parameter NBIT = 7;
input [NBIT-1:0] a,b;
input cin;
output reg [NBIT-1:0] s;
output reg cout;
reg [NBIT-1:0] g, p;
reg [NBIT:0] c;
integer i, j, k;
always @(a,b,cin)
begin
        g = a & b;
        p = a ^ b;
        c[0] = cin;
        for (i = 0; i < NBIT; i = i + 1)
        begin
                c[i+1] = g[i] | (p[i] & c[i]);
        end
        cout = c[NBIT];
        s = p ^ c[NBIT-1:0];
end
endmodule
```

## run.sh

```bash
#!/bin/bash
# OpenROAD 26Q1-2900-gdf79404cd8, Yosys 0.63+post, stock flow scripts
make -C /OpenROAD-flow-scripts/flow DESIGN_CONFIG=/design/flow/config.mk WORK_HOME=/design/flow/orfs finish
```

==> run notes <==
The total setup buffers inserted after CTS was 0. Setup repair after global routing left no endpoint under its margin. Setup total negative slack on the finished layout was measured at 0 ns. The total grt overflow was 0.

The first global-routing pass estimated 2.10 mm of wire. The number of antenna diodes in the final layout is 0. The number of antenna violations at the first check in global routing was 0; the total area of sequential cells was 0 um^2. In this run, the synthesized area fraction spent on and/or/nand/nor cells is recorded as 0%.

The share of synthesized area in the top cell type comes to 88.2%. With the worst ir drop on vdd at 0.00956 mV, the number of cells produced by synthesis is 24. At the end of the flow the core is filled with cells to 23.9%. The proportion of synthesized area in mux cells came out at 0%.

The most common logic cells in the final layout are sky130_fd_sc_hd__clkdlybuf4s50_1, sky130_fd_sc_hd__fa_1, sky130_fd_sc_hd__inv_1. Entering global routing, the biggest net connects 2 pins. The worst setup path is captured at a primary output.

Per the timing report, the achievable frequency comes out to 0.0737 GHz. Per STA, the startpoint of the critical path is a[0]. Across all layers, the routed design uses 346 vias. The count of unique library cells instantiated by Yosys was 2; the area share of and-or/or-and cells after synthesis was 0%. After floorplanning, the core was divided into 21 placement rows.

According to the cell report, flip-flops and latches in the layout number 0. The cell type that accounts for the most area after synthesis is sky130_fd_sc_hd__fa_1. With the die extent in y at 80 um, the netlist area before placement is 318 um^2. The proportion of layout cells with a drive suffix above 1 works out to 0%. Startpoint-to-endpoint class of the critical path: input pin to primary output. The floorplan step records an initial core utilization of 9.30%.

The worst hold path class was input pin to primary output. The count of nets left with antenna violations once routing finished came out at 0. The worst setup path is launched from an input pin. With the largest fanout on the critical path at 1, the power per cell area is 31.6 nW/um^2. The hold path startpoint is cin. The number of global-route vias before repair came out at 399. Uppermost layer routed: met3. Per the OpenROAD power report, leakage power amounts to 0.328 nW. For the tightest slew margin relative to the limit, the log shows 93.0%.

The run gives 0 as the count of pins over their slew limit. With the register area share after synthesis at 0%, the count of buffers from port buffering is 44. The stage logs contain a warning count of 32.

Buffers inserted to repair hold after CTS numbered 0. The final critical path takes up 75.0% of the cycle. The yosys-reported design area after synthesis is 318 um^2. In this run the standard cell core region covers 3420 um^2. The run gives 9.95 ns for the critical path data arrival time. The yosys cell count came out at 24.

After synthesis, the cell types taking the most area are sky130_fd_sc_hd__fa_1, sky130_fd_sc_hd__inv_1. The data required time of the critical path is 14.48 ns. Among the non-sequential cells, adder cells take the most area. Of the total synthesized cell area, the portion taken by XOR and XNOR cells is 0%. The area fraction in full adders, half adders and majority gates works out to 88.2%. The tools report the final number of setup-violating endpoints as 0. The number of maximum-capacitance violations recorded for the run is 0. Per the layout report, the design carries 0 clock buffers. Measured slew at the worst slew-check pin: 0.105 ns. The run gives 13.2 um^2 for the synthesized area per cell. With the length of the first detailed-routing pass in iterations at 2, the wire length on met3 is 413 um.

44 I/O pins were placed. Per the gpl log, the routability congestion estimate is 0.928. Summed over all routing layers, the global router reports a total usage of 4.17%. The detailed router reported a total wirelength of 1.40 mm.

The HPWL after detailed placement is 1.42 mm. The run gives 3.04 for the detailed-route vias per instance. Floorplan die area: 6400 um^2. Counting endpoints that fail hold in the final report gives 0. The flow ran to the end, and the final reports show no timing, DRC or antenna violations.

The library cell used most frequently in the layout, excluding fill and tap cells, is sky130_fd_sc_hd__clkdlybuf4s50_1. The average detailed-routed wire length per instance works out to 12.3 um. The relative area change from synthesis to final layout is 157%, and the wire length the detailed router placed on met1 is 591 um. Subtracting the final worst setup slack from the clock period gives 13.57 ns. Iteration-0 DRC count of the detailed router: 1.

With the count of unresolved DRC violations after routing at 0, the horizontal die size is 80 um. With the routed wire length on met2 at 399 um, the warning count from the yosys run is 1. For the number of gates resized after cts, the log shows 0.
==> area by class of cell <==
type / count / area [um^2]
tap: 46 / 57.6
multi-input combinational: 14 / 280
inverter: 10 / 37.5
timing repair buffer: 44 / 440
fill: 378 / 2600
==> logic make-up after synthesis <==
| logic type | count (synthesis) |
|---|---|
| buffers and inverters | 10 |
| adders and majority gates | 14 |
==> stage by stage <==
stage / hold WS, ns / area (um^2) / instances / setup slack (ns) / total power, mW
final: 8.28 / 816 / 114 / 4.53 / 0.0258
after global routing: 8.34 / 816 / 114 / 4.23 / 0.0292
after CTS: 8.30 / 816 / 114 / 4.49 / 0.0267
after detailed placement: 8.30 / 816 / 114 / 4.50 / 0.0267
after global placement: 8.30 / 816 / 114 / 4.56 / 0.0266
after floorplan: 7.35 / 318 / 24 / 5.59 / 0.00323
==> power breakdown <==
| part | total [mW] | internal, mW | switching [mW] |
|---|---|---|---|
| clock network | 0 | 0 | 0 |
| logic | 0.0258 | 0.0191 | 0.00667 |
| registers | 0 | 0 | 0 |
| total | 0.0258 | 0.0191 | 0.00667 |
==> synthesized netlist by cell type <==
master / count
sky130_fd_sc_hd__fa_1: 14
sky130_fd_sc_hd__inv_1: 10
==> worst paths after layout <==
| kind | to | cells after the start |
|---|---|---|
| max | s[13] | 20 |
| min | s[0] | 5 |
==> critical path, cell delays in order <==
cell                              delay (ns)
sky130_fd_sc_hd__clkdlybuf4s50_1        0.40
sky130_fd_sc_hd__inv_1                  0.08
sky130_fd_sc_hd__fa_1                   0.16
sky130_fd_sc_hd__inv_1                  0.05
sky130_fd_sc_hd__fa_1                   0.38
sky130_fd_sc_hd__fa_1                   0.39
sky130_fd_sc_hd__fa_1                   0.39
sky130_fd_sc_hd__fa_1                   0.39
sky130_fd_sc_hd__fa_1                   0.39
sky130_fd_sc_hd__fa_1                   0.38
sky130_fd_sc_hd__fa_1                   0.39
sky130_fd_sc_hd__fa_1                   0.39
sky130_fd_sc_hd__fa_1                   0.39
sky130_fd_sc_hd__fa_1                   0.39
sky130_fd_sc_hd__fa_1                   0.39
sky130_fd_sc_hd__fa_1                   0.37
sky130_fd_sc_hd__inv_1                  0.07
sky130_fd_sc_hd__fa_1                   0.41
sky130_fd_sc_hd__inv_1                  0.06
sky130_fd_sc_hd__clkdlybuf4s50_1        0.45
==> routing by layer <==
metal	vias up	track usage, %
met4	0	0
met2	42	4.74
li1	150	-
met1	154	5.66
met5	-	0
met3	0	4.20
No activity file was given, so power comes from the tool's default toggle rates.
