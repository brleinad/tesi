==> ./run.sh <==
#!/bin/bash
# OpenROAD 26Q1-2900-gdf79404cd8, Yosys 0.63+post, stock flow scripts
make -C /OpenROAD-flow-scripts/flow DESIGN_CONFIG=/design/flow/config.mk WORK_HOME=/design/flow/orfs finish
==> ./config.mk <==
export PLATFORM = sky130hd
export DESIGN_NAME = decomposed_rca_P
export DESIGN_NICKNAME = decomposed_rca_P
export VERILOG_FILES = /design/flow/design.v
export SDC_FILE = /design/flow/constraint.sdc
export NUM_CORES = 4
export LEC_CHECK = 1
export CORE_AREA = 10 10 108 108
export DIE_AREA = 0 0 118 118
==> ./constraint.sdc <==
current_design decomposed_rca_P

set clk_period 7.7
set clk_io_pct 0.2

create_clock -name clk0 -period $clk_period

set non_clock_inputs [all_inputs -no_clocks]
set_input_delay [expr $clk_period * $clk_io_pct] -clock clk0 $non_clock_inputs
set_output_delay [expr $clk_period * $clk_io_pct] -clock clk0 [all_outputs]
==> ./design.v <==
parameter NBIT=14;
module decomposed_rca (a, b, s);
parameter NBIT=14;
input [NBIT-1:0] a,b;
output [NBIT-1:0] s;
wire [NBIT-4:0] r;
wire [NBIT*3-6:0] nl;
nonlin_part NL_PART ( 
   .a (a[NBIT-2:0]),
   .b (b[NBIT-2:0]),
   .r (r),
   .nl (nl)
);
lin_part L_PART ( 
   .a (a),
   .b (b),
   .nl (nl),
   .s (s),
   .r (r)
); 
endmodule
module decomposed_rca_P(a,b,s);
parameter NBIT = 14;
input [NBIT-1:0] a,b;
output [NBIT-1:0] s;
wire [NBIT-1:0] sp;
decomposed_rca ADD(
    .a(a),
    .b(b),
    .s(sp)
);
parity PAR(
    .c(sp),
    .p(s)
);
endmodule
module lin_part (
    a,
    b,
    nl,  
    s,
    r
);
parameter NBIT=14;
input [NBIT-1:0]     a,b;
input [3*NBIT-6:0]     nl; 
output [NBIT-1:0]    s;
output [NBIT-4:0]    r; 
wire [NBIT-3:0]       rt;  
assign s[0] = a[0] ^ b[0];
assign s[1] = a[1] ^ b[1] ^ nl[0];
genvar i;
generate 
for (i = 1; i < NBIT-1; i = i + 1)
    begin : XOR_LOOP
    assign rt[i-1] = nl[i*3-2] ^ nl[i*3-1] ^ nl[i*3];
    assign s[i+1] = a[i+1] ^ b[i+1] ^ rt[i-1];
    end
endgenerate
assign r = rt[NBIT-4:0];
endmodule
module nonlin_part( a,b,r,nl);
parameter NBIT=14;
input  [NBIT-2:0] a,b;  
input [NBIT-4:0] r;  
output [3*NBIT-6:0] nl;  
wire r1;
assign r1 = a[0] & b[0];
assign nl[0] = r1;
assign nl[1] = a[1] & b[1];
assign nl[2] = a[1] & r1;
assign nl[3] = b[1] & r1;
genvar i;
generate
for (i=2 ; i<NBIT-1 ; i=i+1)
begin : AND_LOOP
    assign nl[i*3-2] = a[i] & b[i];
    assign nl[i*3-1] = a[i] & r[i-2];
    assign nl[i*3]   = b[i] & r[i-2];
end
endgenerate
endmodule
module parity( c, p);
input [13:0] c;
output [13:0] p;
assign p[0] = c[1] ^ c[4] ^ c[6] ^ c[9] ^ c[10] ^ c[12] ^ c[13];
assign p[1] = c[0] ^ c[1] ^ c[4] ^ c[7] ^ c[8] ^ c[9] ^ c[10] ^ c[11] ^ c[13];
assign p[2] = c[1] ^ c[2] ^ c[3] ^ c[5] ^ c[6] ^ c[7] ^ c[8] ^ c[9] ^ c[10];
assign p[3] = c[0] ^ c[3] ^ c[4] ^ c[6] ^ c[8] ^ c[9] ^ c[10] ^ c[12] ^ c[13];
assign p[4] = c[2] ^ c[3] ^ c[5] ^ c[6] ^ c[7] ^ c[8] ^ c[9] ^ c[10] ^ c[13];
assign p[5] = c[1] ^ c[2] ^ c[6] ^ c[9] ^ c[10];
assign p[6] = c[0] ^ c[6] ^ c[7] ^ c[10] ^ c[11] ^ c[12] ^ c[13];
assign p[7] = c[0] ^ c[2] ^ c[3] ^ c[4] ^ c[6] ^ c[8] ^ c[9] ^ c[11] ^ c[13];
assign p[8] = c[0] ^ c[1] ^ c[2] ^ c[3] ^ c[6] ^ c[7] ^ c[11] ^ c[12] ^ c[13];
assign p[9] = c[0] ^ c[1] ^ c[2] ^ c[3] ^ c[4] ^ c[5] ^ c[13];
assign p[10] = c[1] ^ c[2] ^ c[3] ^ c[6] ^ c[7] ^ c[9] ^ c[10];
assign p[11] = c[2] ^ c[5] ^ c[7] ^ c[9] ^ c[11];
assign p[12] = c[0] ^ c[3] ^ c[4] ^ c[7] ^ c[8] ^ c[9] ^ c[12];
assign p[13] = c[2] ^ c[3] ^ c[4] ^ c[5] ^ c[7] ^ c[8] ^ c[9] ^ c[10] ^ c[13];
endmodule
==> impl_metrics.tcl <==
# collected from the flow reports
set metrics [dict create \
    ys_seq_frac 0 \
    top_area_cell "fa_1" \
    syn-mean-instance-area_um2 11.1 \
    crit_top_cell "fa_2" \
    timing.final.setup_violations 14 \
    worst_ep_arrival_time_ns 6.99 \
    count_of_yosys_warnings_during_synthesis 0 \
    die_area_um2 13900 \
    design_area_um2 1870 \
    leak_pwr_uw 0.000875 \
    top_cell_area_share 0.271 \
    io_buffer_count 42 \
    crit_path_start_kind "input port" \
    synthesis.area_um2 887 \
    die-width_um 118 \
    cts.hold.buffers_added 0 \
    crit_path_cell_trace "buf_8 > ha_4 > inv_2 > fa_2 > fa_2 > fa_2 > fa_2 > fa_2 > fa_2 > fa_2 > fa_2 > fa_2 > fa_2 > fa_2 > fa_2 > xnor2_2 > xor3_1 > buf_6 > xnor2_2 > buf_2" \
    total_tool_warning_count 35 \
    failed_checks "negative setup slack" \
    path_class "in -> out" \
    cp_max_fo 2 \
    final_layout_size_suffix_gt1_frac 0.540 \
    dpl.hpwl_mm 2.53 \
    regArea_um2 0 \
    n_antenna_cell 0 \
    fmax_mhz 117 \
    accumulated_negative_setup_slack_ns -8.53 \
    dr.first_iter.drc_count 18 \
    timing.final.max_slew_violations 0 \
    gr-total-overflow 0 \
    timing.hold.worst_path_depth 7 \
    vias_per_cell 2.69 \
    grt_pass1_wl_mm 4.77 \
    wl_mm 2.92 \
    ys_top_cells_by_count "inv_1 (25), xnor2_1 (23), fa_1 (12)" \
    placeableCoreArea_um2 9280 \
    detail_route.first_pass.iterations 4 \
    timing.critical_path.to_type "primary output" \
    worst_ep_required_time_ns 6.16 \
    logic_area_um2 1000 \
    timing.final.crit_period_ns 8.53 \
    routabilityCongestion 0.793 \
    first_global_vias 909 \
    detail_route.drc_violations 0 \
    fill_cells 1018 \
    worst_hold_path_type "in -> out" \
    grt_antenna_before_repair 0 \
    sequential_cell_total 0 \
    dieHeight_um 118 \
    finalCritPeriodShare 1.11 \
    worst_slack_ns -0.830 \
    synthMostInstantiatedCell "inv_1" \
    global_route.usage.total 0.0424 \
    post_synth_main_area_contributors "fa_1 (27%), xnor2_1 (23%), xnor3_1 (15%)" \
    floorplan.initialDensity 0.0956 \
    outcome "finished with violations" \
    grt_start_max_net_pins 6 \
    rsz_0062_raised_after_global_routing "yes" \
    io-pin-count 42 \
    final-hold-violation-count 0 \
    summed_standard_cell_area_reported_by_yosys_um2 887 \
    vdd.ir_drop.worst_uv 94.7 \
    critical_path.slowest_cell "fa_2" \
    clock_buffers 0 \
    cp_slowest_stage_delay_ns 0.59 \
    number_of_distinct_library_cells_after_synthesis 11 \
    antenna_left 0 \
    post_synthesis_instance_total 80 \
    power_per_cell_area_nw_per_um2 352 \
    detailed_place.area_um2 1620 \
    rows 35 \
    detail_route.wl_per_cell_um 10.5 \
    pin_slew_with_the_least_headroom_to_its_limit_ns 0.284 \
    max_slew_margin 0.810 \
    synthToLayoutAreaGrowth_pct 111 \
    synth_stat.cells 80 \
    drv_cap 0 \
    dr_total_vias 751 \
]
[layer usage]
layer,vias up,global-route usage,share of wire
li1,366,-,-
met5,-,0,0
met2,35,0.0685,0.47
met3,0,0.0146,0.10
met1,350,0.0570,0.43
met4,0,0,0
[power by group]
group | internal, uW | switching, uW
sequential | 0 | 0
clock | 0 | 0
combinational | 431 | 228
total | 431 | 228
[repair_timing]
action	in CTS	in global routing
setup buffers	15	8
setup endpoints to repair	14	14
gates cloned	0	0
resized	87	8
pin swaps	30	25
[cell type report]
type / instances / share of cell area
Multi-Input combinational cell: 55 / 0.535
Timing Repair Buffer: 70 / 0.328
Tap cell: 129 / 0.0863
Inverter: 25 / 0.0502
[placed cells by master, fill, tap and decap left out, types with 5 or more instances in the layout]
| cell type | instances |
|---|---|
| xnor2_1 | 9 |
| clkdlybuf4s50_1 | 24 |
| buf_4 | 19 |
| xor2_1 | 5 |
| fa_2 | 12 |
| buf_6 | 10 |
| xnor3_1 | 6 |
| inv_1 | 22 |
| buf_2 | 13 |
| xnor2_2 | 12 |
[cell families (layout without fill, tap and decap cells)]
family	after synthesis	count (layout)	share of synthesized area
xor+xnor	42	42	0.609
buf+inv	25	95	0.106
fa+ha+maj	13	13	0.285
[worst paths after layout]
check / startpoint / end / slack (ns)
worst max-delay path: a[0] / s[3] / -0.83
worst min-delay path: b[0] / s[6] / 3.80
[critical path: cells and delay by family]
kind	cells	cell delay, ns
xor+xnor	3	0.57
fa+ha+maj	13	4.50
buf+inv	4	0.36
[metrics by stage]
stage	power, uW	std cells	hold WS (ns)	utilization	setup WS [ns]
2_1_floorplan	281	80	3.45	-	-0.379
4_1_cts	649	276	3.83	0.196	-1.20
3_3_place_gp	613	262	4.37	0.175	-1.59
3_5_place_dp	611	262	4.38	0.175	-1.61
5_1_grt	721	279	3.85	0.201	-1.06
6_report	659	279	3.80	0.201	-0.830
No activity file was given, so power comes from the tool's default toggle rates.
