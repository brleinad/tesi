**design/flow/run.sh**
```bash
#!/bin/bash
# OpenROAD 26Q1-2900-gdf79404cd8, Yosys 0.63+post, stock flow scripts
make -C /OpenROAD-flow-scripts/flow DESIGN_CONFIG=/design/flow/config.mk WORK_HOME=/design/flow/orfs finish
```
**design/flow/config.mk**
```make
export PLATFORM = sky130hd
export DESIGN_NAME = generator
export DESIGN_NICKNAME = generator
export VERILOG_FILES = /design/flow/design.v
export SDC_FILE = /design/flow/constraint.sdc
export NUM_CORES = 4
export LEC_CHECK = 1
export CORE_AREA = 10 10 70 70
export DIE_AREA = 0 0 80 80
```
**design/flow/constraint.sdc**
```tcl
current_design generator

set clk_period 1.9
set clk_io_pct 0.2

create_clock -name clk0 -period $clk_period

set non_clock_inputs [all_inputs -no_clocks]
set_input_delay [expr $clk_period * $clk_io_pct] -clock clk0 $non_clock_inputs
set_output_delay [expr $clk_period * $clk_io_pct] -clock clk0 [all_outputs]
```
**design/flow/design.v**
```verilog
parameter NBIT=14;
module generator(i,c);
input [6:0] i;  
output [14:0] c;  
assign c[0]=i[0];
assign c[1]=i[1];
assign c[2]=i[2];
assign c[3]=i[3];
assign c[4]=i[4];
assign c[5]=i[5];
assign c[6]=i[6];
xor(c[7] , i[0], i[1], i[3]);
xor(c[8] , i[1], i[2], i[4]);
xor(c[9] , i[2], i[3], i[5]);
xor(c[10], i[3], i[4], i[6]);
xor(c[11], i[0], i[1], i[3], i[4], i[5]);
xor(c[12], i[1], i[2], i[4], i[5], i[6]);
xor(c[13], i[0], i[1], i[2], i[5], i[6]);
xor(c[14], i[0], i[2], i[6]);      
endmodule
```
==> run summary <==
The synthesis and PnR run went through. The tool warning count for the run is 32. Per the cell usage report, the commonest logic cells after layout are clkdlybuf4s50_1, buf_4, xnor2_1. The flow measured a signed area growth from synthesis to layout of 128%. Number of port buffers landed at 22. Average cell area after synthesis landed at 11.0 um^2. Total routing usage reported by global routing landed at 2.04%. TritonRoute reported its final design rule violation total as 0. Worst slew margin relative to its limit landed at roughly nine tenths. The worst setup path is captured at an output pin. The worst setup path is of the input pin to output pin kind. Total wirelength of the detailed-routed design landed at 775 um. Final standard cell count with taps included and fillers excluded landed at 93.

Worst hold path stage count landed at 3. Shortest clock period the worst path allows after layout landed at ~1.8 ns. The number of buffers and inverters on the critical path is 2. Pin count of the biggest net entering global routing landed at 5. Broken down by cell family, the worst path's largest delay share belongs to buffers and inverters.

Final setup TNS landed at 0 ns. Post-DP HPWL landed at 707 um. Registers take 0 um^2. According to the timing report, the arrival time at the worst endpoint equals 1.44 ns. Setup repair after global routing left no endpoint under its margin. After layout, the clock buffer instance count stands at 0. Leaving out fill and tap cells, the most frequent cell in the layout is clkdlybuf4s50_1.

First-pass iteration count of the detailed router landed at 2. Synthesized instance count landed at 22. The highest supply drop recorded on VDD is 0.0350 mV. The type recorded for the worst min-delay path is input pin to output pin. In this design, the stage delay of the slowest critical-path cell is 0.48 ns. Leakage power summed over all cells landed at 0.250 nW.

For this design the top-level I/O count stands at 22. Share of final-layout standard cells stronger than drive strength 1 landed at 46.8%. Flip-flop and latch count landed at 0.

The final critical path takes up 96.0% of the cycle. The die covers 6400 um^2. Dividing the detail-routed via count by the number of cells gives 2.28.

Core area landed at 3420 um^2. The flow ran to the end, and the final reports show no timing, DRC or antenna violations. The routed layout has 212 vias. The via count of the first global-routing pass was between 200 and 250.

Final estimated routing congestion in global placement landed at 0.758. The signal on the critical path passes through dlygate4sd2_1 > xnor2_1 > xnor2_1 > clkdlybuf4s50_1. Hold analysis lists the worst path endpoint as c[13]. During synthesis, Yosys emitted a total of 0 warnings. Per the hold report, the tightest min-delay path originates at i[1]. The slowest stage of the critical path belongs to the cell clkdlybuf4s50_1. 0 antenna diodes ended up in the layout. Final design utilization landed at between 15 and 20%. For this block, the initial DRC count from the detailed router was 13. The die is 80 um wide. First-pass GRT wire length landed at 1070 um.

Count of pins over their slew limit landed at 0. Total instance count after detailed placement landed at a little over 90. Max fanout on the critical path was recorded as 3. Tally of max-capacitance violations landed at 0. The timing report shows the most common cell along the critical path to be xnor2_1.

Height of the die landed at 80 um. Yosys cell count landed at 22. Initial antenna violation count landed at 0. Summed standard-cell area reported by yosys landed at 241 um^2. After floorplanning, the core was divided into 21 placement rows. After synthesis the cells add up to 241 um^2. Derived from the worst setup path, the maximum achievable clock frequency is 548 MHz. Slew at the pin closest to its max-slew limit landed at 0.174 ns. STA classifies the critical path startpoint as an input pin.

Starting utilization of the core area landed at between 7 and 8%. Required time at the endpoint of the critical path landed at 1.52 ns. Final number of hold-violating endpoints landed at 0. Sequential cell area fraction in the yosys report landed at 0%. Leftover overflow at the end of global routing landed at 0. The number of hold buffers added after CTS was 0.

Count of unique library cells instantiated by Yosys landed at 6. Dividing total power by cell area gives a power density of 308 nW/um^2. Final routed wire length divided by cell count landed at about 8.3 um. Once detail routing completed, the nets flagged for antenna violations numbered 0. Number of endpoints failing setup at the final stage landed at 0.
## report_power, final
part           switching, mW  internal, mW
Clock                      0             0
Combinational         0.0443         0.125
Sequential                 0             0
Total                 0.0443         0.125
## per-layer routing
layer,GRT usage (%),routed length [um]
met1,2.61,317
met2,3.69,350
met3,0.341,107
met4,0,0
met5,0,0
## repair_timing
action | CTS | global route
setup endpoints to repair | 12 | 1
gates resized | 32 | 1
hold endpoints to repair | 0 | 0
setup buffers | 1 | 0
pin swaps | 6 | 3
## synth_stat cells
| library cell | number | share of area [%] |
|---|---|---|
| xor3_1 | 1 | 9.8 |
| xnor2_1 | 8 | 29 |
| xnor3_1 | 2 | 19 |
| xnor2_2 | 2 | 13 |
| buf_4 | 7 | 22 |
| xor2_1 | 2 | 7.3 |
## per-stage QoR
stage | instance area, um^2 | total power, mW | hold slack, ns | setup WS [ns]
floorplan | 241 | 0.0609 | 0.791 | 0.583
global placement | 534 | 0.181 | 1.73 | -0.429
detailed placement | 534 | 0.180 | 1.74 | -0.438
CTS | 548 | 0.178 | 1.32 | 0.0299
global route | 551 | 0.184 | 1.31 | 0.00553
finish | 551 | 0.170 | 1.26 | 0.0768
## worst max path at each step
stage | cells past startpoint | slack (ns) | startpoint | to
4_1_cts | 4 | 0.03 | i[0] | c[13]
5_1_grt | 5 | 0.006 | i[2] | c[9]
6_report | 4 | 0.08 | i[3] | c[10]
## logic make-up (layout without fill, tap and decap cells)
| family | count (synthesis) | after routing | share of synthesized area (%) |
|---|---|---|---|
| xor gates and xnor gates | 15 | 15 | 78.2 |
| buffers and inverters | 7 | 32 | 21.8 |
## layout make-up
| type | instances | area [um^2] |
|---|---|---|
| timing repair buffer | 32 | 274 |
| tap | 46 | 57.6 |
| fill | 385 | 2870 |
| multi-input combinational | 15 | 219 |
Power and IR drop assume default switching activity.
