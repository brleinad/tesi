`./config.mk`:
```
export PLATFORM = sky130hd
export DESIGN_NAME = detector
export DESIGN_NICKNAME = detector
export VERILOG_FILES = /design/flow/design.v
export SDC_FILE = /design/flow/constraint.sdc
export NUM_CORES = 4
export LEC_CHECK = 1
export CORE_AREA = 10 10 70 70
export DIE_AREA = 0 0 80 80
```
`./constraint.sdc`:
```
current_design detector

set clk_period 1.5
set clk_io_pct 0.2

create_clock -name clk0 -period $clk_period

set non_clock_inputs [all_inputs -no_clocks]
set_input_delay [expr $clk_period * $clk_io_pct] -clock clk0 $non_clock_inputs
set_output_delay [expr $clk_period * $clk_io_pct] -clock clk0 [all_outputs]
```
`./design.v`:
```
parameter NBIT=14;
module detector(c, s, error);
input [14:0] c;  
output [14:0] s;  
output error;
wire [14:0] s;
xor (s[0] ,  c[0] , c[8]  , c[9]  , c[11] );
xor (s[1] ,  c[1] , c[9]  , c[10] , c[12] );
xor (s[2] ,  c[2] , c[10] , c[11] , c[13] );
xor (s[3] ,  c[3] , c[11] , c[12] , c[14] );
xor (s[4] ,  c[0] , c[4]  , c[12] , c[13] );
xor (s[5] ,  c[1] , c[5]  , c[13] , c[14] );
xor (s[6] ,  c[0] , c[2]  , c[6]  , c[14] );
xor (s[7] ,  c[0] , c[1]  , c[3]  , c[7]  );
xor (s[8] ,  c[1] , c[2]  , c[4]  , c[8]  );
xor (s[9] ,  c[2] , c[3]  , c[5]  , c[9]  );
xor (s[10],  c[3] , c[4]  , c[6]  , c[10] );
xor (s[11],  c[4] , c[5]  , c[7]  , c[11] );
xor (s[12],  c[5] , c[6]  , c[8]  , c[12] );
xor (s[13],  c[6] , c[7]  , c[9]  , c[13] );
xor (s[14],  c[7] , c[8]  , c[10] , c[14] );
or (error, s[0], s[1], s[2], s[3], s[4], s[5], s[6], s[7], s[8], s[9], s[10], s[11], s[12], s[13], s[14]);
endmodule
```
`./run.sh`:
```
#!/bin/bash
# OpenROAD 26Q1-2900-gdf79404cd8, Yosys 0.63+post, stock flow scripts
make -C /OpenROAD-flow-scripts/flow DESIGN_CONFIG=/design/flow/config.mk WORK_HOME=/design/flow/orfs finish
```
==> results.sh <==
# physical design summary
export IMPL_yosysChipArea_um2=437
export IMPL_cap_violations=0
export IMPL_warnings=34
export IMPL_core_rowCount=21
export IMPL_top_area_share_pct=60.2
export IMPL_drc=0
export IMPL_first_iter_violations=13
export IMPL_nFillCells=336
export IMPL_grt_use_total_pct=5.37
export IMPL_min_path_type="input port to primary output"
export IMPL_io_buffers=31
export IMPL_grt_pass1_wl_um=2790
export IMPL_setup_slack_ns=-0.0413
export IMPL_nClkBuffers=0
export IMPL_worstPathArrival_ns=1.24
export IMPL_hold_buffers=0
export IMPL_die_width_um=80
export IMPL_ys_types=7
export IMPL_finalCritPeriodShare_pct=103
export IMPL_hold_ws_ns=1.12
export IMPL_antenna_found_initial=0
export IMPL_post_drt_via_cell_ratio=3.44
export IMPL_drive_above_1_share_pct=68.9
export IMPL_avgSynthCellArea_um2=8.40
export IMPL_final_common_cell="buf_4"
export IMPL_yosys_cells=52
export IMPL_rsz0062_at_grt="true"
export IMPL_placed_area_um2=950
export IMPL_grt_max_degree=5
export IMPL_hold_viol=0
export IMPL_vias=512
export IMPL_fin_cells=149
export IMPL_setup_viol=1
export IMPL_fp_dieH_um=80
export IMPL_wirelength_um=1840
export IMPL_crit_required_ns=1.20
export IMPL_postSynthSeqShare_pct=0
export IMPL_final_cell_mix="buf_4, xnor2_1, xnor2_2, buf_6"
export IMPL_worst_pin_slew_ns=0.330
export IMPL_synth_warnings=0
export IMPL_end_kind="primary output"
export IMPL_routabilityCongestion=0.762
export IMPL_pwr_density_cell_nw_per_um2=453
export IMPL_insertedDiodeCount=0
export IMPL_synth_largest_area_cell="xnor2_1"
export IMPL_area_leaders="xnor2_1, xor2_1, buf_2"
export IMPL_slew_viol_final=0
export IMPL_crit_type="input port to primary output"
export IMPL_area_growth_syn_to_layout_pct=179
export IMPL_synth_cells=52
export IMPL_slowest_delay_ns=0.30
export IMPL_path_cells="buf_12, xor2_2, xnor2_2, nor4_1, nand2_1, clkbuf_2"
export IMPL_ir_drop_v=0.000191
export IMPL_fmax_ghz=0.649
export IMPL_initial_utilization_pct=12.8
export IMPL_final_antenna_net_count=0
export IMPL_first_pass_iters=2
export IMPL_failed_checks="negative setup slack"
export IMPL_dp_cells=147
export IMPL_hpwlAfterDp_um=1460
export IMPL_wire_per_inst_um=12.3
export IMPL_crit_fanout=4
export IMPL_synth_cell_area_um2=437
export IMPL_die_area_um2=6400
export IMPL_status="finished, violations left"
export IMPL_regArea_um2=0
export IMPL_fin_crit_ns=1.54
export IMPL_grt_pass1_vias=589
export IMPL_stdcell_area_um2=1220
export IMPL_core_um2=3420
export IMPL_slowest_stage="nor4_1"
export IMPL_cp_start_kind="input port"
export IMPL_p_leak_nw=0.533
export IMPL_slew_limit_headroom_pct=77.8
export IMPL_grt_overflow_total=0
export IMPL_ios=31
export IMPL_flop_count=0
export IMPL_total_power_w=0.000552
## path summary, 6_finish.rpt
check / start / endpoint / slack [ns] / cells past startpoint
max: c[0] / error / -0.04 / 6
min: c[12] / s[3] / 1.12 / 5
## area by class of cell
cell class	instances	area (um2)	share of cell area, %
Multi-Input combinational cell	48	666	54.7
Timing Repair Buffer	55	494	40.6
Tap cell	46	57.6	4.73
## repair_timing
| item | 4_1_cts | 5_1_grt |
|---|---|---|
| setup endpoints to repair | 16 | 8 |
| pin swaps | 25 | 10 |
| endpoints found under the hold margin | 0 | 0 |
| gates resized | 126 | 22 |
| setup buffers | 4 | 0 |
## cells in the mapped netlist (all sizes together)
| cell | count |
|---|---|
| xnor2 | 30 |
| xor2 | 15 |
| nor4 | 2 |
| nand2 | 1 |
| buf | 3 |
| clkbuf | 1 |
## critical path: cells and delay by family
kind / cells / cell delay (ns)
buf+inv: 2 / 0.22
simple gates: 2 / 0.39
xor+xnor: 2 / 0.33
## kinds of logic after synthesis
kind of cell / Yosys count / synth area share, %
simple gates: 3 / 5.16
buf+inv: 4 / 4.58
xor+xnor: 45 / 90.3
## power by group
group          switching (W)  internal (W)  total [W]
registers                  0             0          0
clock network              0             0          0
logic               0.000199      0.000353   0.000552
total               0.000199      0.000353   0.000552
## per-stage QoR
step | setup TNS [ns] | utilization [%] | worst slack, ns
5_1_grt | -0.112 | 35.6 | -0.0937
3_3_place_gp | -10.57 | 27.8 | -0.798
2_1_floorplan | 0 | - | 0.205
3_5_place_dp | -10.51 | 27.8 | -0.801
6_report | -0.0413 | 35.6 | -0.0413
4_1_cts | -0.331 | 33.0 | -0.168
## layer usage
layer | wire length, um | share of wire, % | GRT usage (%)
met5 | 0 | 0 | 0
met4 | 0 | 0 | 0
met3 | 149 | 8.1 | 1.70
met2 | 771 | 42 | 7.70
met1 | 918 | 50 | 8.08
Power and IR drop assume default switching activity.
