## ./run.sh

```bash
#!/bin/bash
# OpenROAD 26Q1-2900-gdf79404cd8, Yosys 0.63+post, stock flow scripts
make -C /OpenROAD-flow-scripts/flow DESIGN_CONFIG=/design/flow/config.mk WORK_HOME=/design/flow/orfs finish
```

## ./config.mk

```make
export PLATFORM = sky130hd
export DESIGN_NAME = nonlinear_part
export DESIGN_NICKNAME = nonlinear_part
export VERILOG_FILES = /design/flow/design.v
export SDC_FILE = /design/flow/constraint.sdc
export NUM_CORES = 4
export LEC_CHECK = 1
export CORE_AREA = 10 10 70 70
export DIE_AREA = 0 0 80 80
```

## ./constraint.sdc

```tcl
current_design nonlinear_part

set clk_period 1.0
set clk_io_pct 0.2

create_clock -name clk0 -period $clk_period

set non_clock_inputs [all_inputs -no_clocks]
set_input_delay [expr $clk_period * $clk_io_pct] -clock clk0 $non_clock_inputs
set_output_delay [expr $clk_period * $clk_io_pct] -clock clk0 [all_outputs]
```

## ./design.v

```verilog
parameter NBIT=14;
module nonlinear_part(a,b,c,n);
parameter NBIT = 4;  
parameter NNL= 56;  
input [NBIT-1:0]  a,b;
input [0:0]       c;  
output [NNL-1:0]  n;  
wire [NNL-1:0]  g;  
assign g[0]  = a[0] & b[0];
assign g[1]  = a[0] & c;
assign g[2]  = b[0] & c;
assign g[3]  = a[1] & b[1];
assign g[4]  = a[1] & g[0]; 
assign g[5]  = a[1] & g[1]; 
assign g[6]  = a[1] & g[2];
assign g[7]  = b[1] & g[0];
assign g[8]  = b[1] & g[1];
assign g[9]  = b[1] & g[2];
assign g[10]  = a[2] & b[2];
assign g[11]  = a[2] & g[3];
assign g[12]  = a[2] & g[4];
assign g[13]  = a[2] & g[5];
assign g[14]  = a[2] & g[6];
assign g[15]  = a[2] & g[7];
assign g[16]  = a[2] & g[8];
assign g[17]  = a[2] & g[9];
assign g[18]  = b[2] & g[3];
assign g[19]  = b[2] & g[4];
assign g[20]  = b[2] & g[5];
assign g[21]  = b[2] & g[6];
assign g[22]  = b[2] & g[7];
assign g[23]  = b[2] & g[8];
assign g[24]  = b[2] & g[9];
assign g[25]  = a[3] & b[3];
assign g[26]  = a[3] & g[10];
assign g[27]  = a[3] & g[11];
assign g[28]  = a[3] & g[12];
assign g[29]  = a[3] & g[13];
assign g[30]  = a[3] & g[14];
assign g[31]  = a[3] & g[15];
assign g[32]  = a[3] & g[16];
assign g[33]  = a[3] & g[17];
assign g[34]  = a[3] & g[18];
assign g[35]  = a[3] & g[19];
assign g[36]  = a[3] & g[20];
assign g[37]  = a[3] & g[21];
assign g[38]  = a[3] & g[22];
assign g[39]  = a[3] & g[23];
assign g[40]  = a[3] & g[24];
assign g[41]  = b[3] & g[10];
assign g[42]  = b[3] & g[11];
assign g[43]  = b[3] & g[12];
assign g[44]  = b[3] & g[13];
assign g[45]  = b[3] & g[14];
assign g[46]  = b[3] & g[15];
assign g[47]  = b[3] & g[16];
assign g[48]  = b[3] & g[17];
assign g[49]  = b[3] & g[18];
assign g[50]  = b[3] & g[19];
assign g[51]  = b[3] & g[20];
assign g[52]  = b[3] & g[21];
assign g[53]  = b[3] & g[22];
assign g[54]  = b[3] & g[23];
assign g[55]  = b[3] & g[24];
assign n = g;
endmodule
```

==> Slide: Implementation Results <==
Synthesis and Place & Route Summary

Outcome
  • Status: complete, but fails checks
  • Failing checks: setup timing

Finish
  • Number of fill cells: a little under 300
  • Flop count: 0
  • CLK BUF: 0
  • Layout Area Growth over Synthesis: 347%
  • Share of layout cells above drive strength 1: about four fifths
  • Flip-flop and latch area: 0 um2
  • Final instance area: ~1800 um2

Logic synthesis
  • Simple-Gate Area Share: ~80%
  • Top-count cell post-synth: nor2_1
  • Synthesis Warnings: 0
  • MUX share of area: 0%
  • Mapped cell area: just over 400 um2
  • Synth Seq Share: 0%
  • Yosys cell types: 11
  • Area share, top type: between 30% and 40%
  • Most frequent cells after synthesis: 36 x nor2_1, 8 x nand3_1, 7 x and2_1
  • Syn_area_per_cell: 5.29 um2
  • Mapped Cells: a little under 80
  • Top cells by area: nor2_1 33%, buf_6 14%, and2_1 11%, nand3_1 9.7%, and3_2 7.3%
  • Cell taking the most area after synthesis: nor2_1
  • XORs/XNORs by Area: 0%
  • Yosys adder share: 0%
  • Yosys Instances: ~80
  • Area reported by Yosys stat: a little over 400 um2
  • Ao+oa area frac: 0%
  • Synth logic family: simple AND/OR/NAND/NOR gates

Hold path
  • WHS Endpoint: n[32]
  • Hold crit path type: input pin to output port
  • Worst Hold Depth: 4
  • Worst Min Path Start: a[3]

Worst setup path
  • Most common cell on crit path: buf_8
  • Top delay family on crit path: buffers and inverters
  • Cell Chain, Critical Path: buf_8 -> buf_8 -> nand3_4 -> nor2_1 -> clkdlybuf4s50_1
  • Worst setup SP type: input pin
  • Kind of critical path: input pin to output port
  • Worst Path Buf+Inv: 3
  • WP data required: ~800 ps
  • CP max FO: 5
  • Slowest cell on the critical path: clkdlybuf4s50_1
  • Worst EP arrival: around 1000 ps
  • CP peak stage delay: about 480 ps
  • Crit end category: output port

Placed design
  • Gp weighted congestion: 0.764
  • Worst slack, placed: -805 ps
  • Placed inst area: approximately 1100 um2
  • DP HPWL: between 2000 and 2500 um
  • IO Port Bufs: 65

STA
  • RSZ-0062 raised after global routing: true
  • Final setup violation count: 23
  • Final setup margin: -226 ps
  • Minimum clock period: between 1000 and 1500 ps
  • Slew Viols, Final: 0
  • WHS: 726 ps
  • Endpoints failing hold: 0
  • Worst-margin pin slew: roughly 120 ps
  • Worst rel slew slack: between 90% and 100%
  • Maximum clock rate: a little over 800 MHz
  • Post-layout period usage of the worst path: 123%

Drt
  • # DRC: 0
  • Vias per inst: about 4.2
  • Drt pass-1 iters: 2
  • Diodes inserted: 0
  • Wire per inst: about 16 um
  • Routed wire length: ~3600 um
  • DRT antenna net count: 0
  • Initial DRC Count: 4
  • Via count: approximately 950

Power
  • Int Pwr: roughly 0.00038 W
  • LEAKAGE: 0.905 nW
  • Switching power total: about 0.00025 W
  • Comb pwr share: roughly 100%
  • P per Cell Area: ~340 nW/um2
  • Seq pwr share: 0%
  • Peak VDD IR: between 0.2 and 0.25 mV
  • Switching Fraction: 40.1%
  • Clock Power Share: 0%

Floorplanning
  • I/O pin cnt: 85
  • Core Util at FP: between 10% and 20%
  • Total core area: ~3400 um2
  • # rows: 21
  • Die area: 6400 um2
  • DIE WIDTH: approximately 80 um
  • Die height: about 80 um

CTS
  • Cts hold-fix bufs: 0

Global route
  • First-pass GRT wire length: approximately 5000 um
  • Global Route Usage Sum: about 9.6%
  • Antenna violations before repair: 0
  • Gr ovfl total: 0
  • Vias in the first global route: approximately 940
  • Largest net degree at the start of global routing: 9

Job
  • Maximum capacitance violations: 0
  • OpenROAD warning count: roughly 54
## metrics by stage
step | setup TNS [ps] | utilization (%) | power, W | std cells
finish | -1770 | 54.0 | 0.000629 | 229
global route | -2500 | 54.0 | 0.000668 | 229
CTS | -2170 | 46.4 | 0.000516 | 220
detailed placement | -42260 | 33.2 | 0.000305 | 193
global placement | -41730 | 33.2 | 0.000303 | 193
floorplan | 0 | - | 0.000102 | 78
## cell usage in the layout, fill, tap and decap left out
cell / n
dlymetal6s2s_1: 2
nor2_4: 8
buf_6: 39
dlygate4sd2_1: 8
nand3_4: 8
buf_12: 7
and2_4: 6
buf_8: 10
nand2_2: 1
nor2_2: 14
clkdlybuf4s15_1: 9
inv_2: 3
clkdlybuf4s50_1: 1
and3_4: 9
clkbuf_2: 8
buf_2: 19
buf_4: 8
and2_1: 1
nor2_1: 14
nand2_4: 3
and3_1: 1
nand2_8: 4
## power groups by stage
stage,Sequential [W],Combinational (W),Clock (W)
after CTS,0,0.000516,0
after global routing,0,0.000668,0
final,0,0.000629,0
## layout make-up
| type | count | area, um2 | share of cell area, % |
|---|---|---|---|
| inverters | 3 | 11.3 | 0.610 |
| multi-input cells | 69 | 657 | 35.6 |
| repair buffers | 111 | 1120 | 60.7 |
| well taps | 46 | 57.6 | 3.12 |
## how the worst max path moves through the flow
stage,cells past startpoint,from,end
6_report,5,a[1],n[45]
5_1_grt,5,a[1],n[45]
4_1_cts,5,a[1],n[45]
## logic make-up after synthesis
group,Yosys count
buffers and inverters,10
and+or+nand+nor,68
## metal layers
layer	up-vias	track usage, %	share of wire, %
met1	458	11.2	42
met4	0	0.352	0
met5	-	0	0
li1	461	-	-
met3	0	3.64	8.8
met2	33	17.1	49
## timing repair
item,CTS,global route
setup buffers,24,14
resized,259,73
pin swaps,33,28
setup endpoints to repair,56,37
cloned,3,0
No activity file was given, so power comes from the tool's default toggle rates.
